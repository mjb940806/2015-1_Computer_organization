--- /design/flow/config.mk ---
export PLATFORM = sky130hd
export DESIGN_NAME = registerfile
export DESIGN_NICKNAME = registerfile
export VERILOG_FILES = /design/flow/design.v
export SDC_FILE = /design/flow/constraint.sdc
export NUM_CORES = 4
export LEC_CHECK = 1
export CORE_UTILIZATION = 30
export SYNTH_HDL_FRONTEND = slang
--- /design/flow/constraint.sdc ---
current_design registerfile

set clk_period 8.5
set clk_io_pct 0.2

create_clock -name clk0 -period $clk_period [get_ports {clk}]

set non_clock_inputs [all_inputs -no_clocks]
set_input_delay [expr $clk_period * $clk_io_pct] -clock clk0 $non_clock_inputs
set_output_delay [expr $clk_period * $clk_io_pct] -clock clk0 [all_outputs]
--- /design/flow/design.v ---
module registerfile(ADDA, DATAA, ADDB, DATAB, ADDC, DATAC, clk, clr, WE);
    input [4:0]  ADDA, ADDB, ADDC;  
    input [31:0] DATAC;  
    input clk, clr, WE;
    output [31:0] DATAA, DATAB;  
    reg [31:0] register [31:0];
    integer i;
    initial begin
       for (i=0; i<32; i=i+1)
          register[i] = 0;
       $readmemh("reg.dat", register);
    end
    always @(posedge clk or posedge clr) 
    begin
    if (clr)
       for (i=0; i<32; i=i+1)
          register[i] = 0;
    else
       if (WE == 1)
       begin
          register[ADDC] = DATAC;
          register[0] = 0;
       end
    end
    assign DATAA = register[ADDA];
    assign DATAB = register[ADDB];
endmodule
--- /design/flow/reg.dat ---
@000 00000000
@001 00000001
@002 00000002
@003 00000003
@004 00000004
@005 00000005
@006 00000006
@007 00000007
@008 00000008
@009 00000009
@00a 0000000a
@00b 0000000b
@00c 0000000c
@00d 0000000d
@00e 0000000e
@00f 0000000f
@010 00000010
@011 00000011
@012 00000012
@013 00000013
@014 00000014
@015 00000015
@016 00000016
@017 00000017
@018 00000018
@019 00000019
@01a 0000001a
@01b 0000001b
@01c 0000001c
@01d 0000001d
@01e 0000001e
@01f 0000001f
--- /design/flow/run.sh ---
#!/bin/bash
# OpenROAD 26Q1-2900-gdf79404cd8, Yosys 0.63+post, stock flow scripts
make -C /OpenROAD-flow-scripts/flow DESIGN_CONFIG=/design/flow/config.mk WORK_HOME=/design/flow/orfs finish
==> impl_metrics.ini <==
; yosys + openroad results
[status]
status = finished, final reports clean

[sta]
rsz0062_at_grt = false
max_freq_ghz = 0.1456
setup_viol = 0
finalCritPeriodShare_pct = 80.79
finClkSkew_ns = 0
relSlewSlack_pct = 38.15
hold_slack_ns = 0.5079
finalHoldViolations = 0
fin_ws_ns = 1.632
maxSlewViolCount = 0
fin_crit_ns = 6.868
setup-tns-final_ns = 0
tightest_slew_ns = 0.9198

[yosys]
yosysTopAreaCell = dfrtp_1
synth_flops = 992
top_cell_area_share_pct = 46.68
most_common_cell = mux2_2
flop_cell = dfrtp_1
synth-edff-count = 0
ys_seq_share_pct = 46.68
netlist_area_um2 = 53170
syn_inst = 3598
async_reset_ff_share_pct = 100.0
ys_chip_area_um2 = 53170
ys_cells = 3598
synth.distinct_cells = 30
area_leaders = dfrtp_1, mux2_2, mux4_2
syn_avg_cell_area_um2 = 14.78
synthTopCellsByCount = mux2_2, dfrtp_1, mux4_2, clkbuf_1
yosysWarnings = 0

[critical_path]
cp.depth = 9
cp-endpoint = DATAB[16]
slowest_delay_ns = 0.78
worst-path-buf-inv = 5
cpMostUsedCell = buf_4
critPathSlowestCell = o31ai_1
cp_top_family = buffers and inverters
worstPathMaxFanout = 28
required_ns = 6.80
path_cells = buf_4, buf_4, buf_4, mux2_2, a22o_1, a211oi_1, o31ai_1, buf_4, clkdlybuf4s50_1
crit_arrival_ns = 5.17
r2r_cells = 1
critPathLaunch = ADDB[1]
reg2reg_slack_ns = 7.70
crit_type = in2out
r2r_end = register[90]$_DFFE_PP0P_
timing.rr.start = register[90]$_DFFE_PP0P_
cp-start-kind = input port
end_kind = output port

[global_route]
antenna_found_initial = 2
grt_pass1_wl_mm = 244.2
grt_pass1_vias = 35255
grt_max_degree = 123
grt_usage_pct = 19.07
grt_overflow = 0

[cts]
path_clk_slew_ns = 0.07
cts_hold_buf = 0
cts_buffer_depth = 3
root_buffer = clkbuf_16
cts_tree = done
numCtsBuffers = 100
cts_setup_buffers = 0
clock_latency_ns = 0.70
cts_resized = 0
h-tree-depth = 3
numClockSinks = 992

[min_path]
hp-class = reg2reg

[routing]
drc = 0
antenna_cells = 0
wl_per_cell_um = 27.36
drt_iter0_drc = 1768
via_per_inst = 5.570
wirelength_mm = 163.5
antenna_left = 0
vias = 33282
drt_pass1_iterations = 8

[place]
dp_cells = 5793
postPlaceCellArea_um2 = 56870
place.gp.congestion = 0.8607
hpwl_mm = 99.10
io_buffers = 113
preCtsSetupSlack_ns = 1.599

[pwr]
intPower_mw = 9.986
net-switching-power_mw = 3.759
leakage_nw = 25.45
pwr-share-clk_pct = 32.9
combPwrFrac_pct = 21.6
powerDensity_nw_per_um2 = 228.5
netSwitchingFraction_pct = 27.35
finalPower_mw = 13.75
ir_drop_uv = 147.9
pwr-share-seq_pct = 45.5

[cells_and_area]
instances_no_fill = 5975
synthToLayoutAreaGrowth_pct = 13.12
final_layout_size_suffix_gt1_share_pct = 48.78
largest_reg_flops = 992
fin_area_um2 = 60150
fillers = 16768
fin_util_pct = 34.15

[job]
warnings = 36
cap_violations = 0

[floorplan]
num_io_pins = 114
fp_util_pct = 30.19
chipHeight_um = 423.0
die_w_um = 423.0
coreArea_um2 = 176100
die_area_um2 = 178900
fp-row-count = 154
## final cells by class
| cell class | instances | area [µm²] | share of cell area (%) |
|---|---|---|---|
| Tap cell | 2340 | 2928 | 4.867 |
| Clock buffer | 150 | 2903 | 4.826 |
| Inverter | 3 | 15.01 | 0.02496 |
| Multi-Input combinational cell | 2206 | 26760 | 44.49 |
| Sequential cell | 992 | 24820 | 41.27 |
| Timing Repair Buffer | 252 | 2342 | 3.894 |
| Clock inverter | 32 | 377.9 | 0.6282 |
## power by group through the flow
stage / registers [mW] / clock network, mW / logic (mW)
CTS: 6.25 / 4.62 / 2.99
global route: 6.40 / 4.77 / 3.17
finish: 6.26 / 4.52 / 2.97
## cells in the final DEF, fill, tap and decap left out, types with 2 or more instances in the layout
| cell type | n |
|---|---|
| o31ai_1 | 64 |
| clkbuf_16 | 102 |
| clkdlybuf4s50_1 | 103 |
| bufinv_16 | 7 |
| o21ai_1 | 64 |
| o22ai_1 | 64 |
| and2_1 | 64 |
| nor3b_1 | 4 |
| nor2b_4 | 6 |
| a211oi_1 | 64 |
| nor2_4 | 18 |
| dfrtp_1 | 992 |
| clkbuf_8 | 17 |
| nand2_2 | 17 |
| mux2_1 | 15 |
| inv_6 | 5 |
| clkinv_2 | 14 |
| clkbuf_1 | 31 |
| mux2_2 | 1041 |
| nand3b_1 | 4 |
| buf_12 | 13 |
| mux2i_1 | 192 |
| a22o_1 | 192 |
| nand2b_2 | 2 |
| mux4_2 | 384 |
| and2_2 | 2 |
| nand3_1 | 2 |
| clkinv_1 | 2 |
| buf_4 | 132 |
| clkinvlp_4 | 6 |
| buf_8 | 4 |
## routing by layer
metal  routed length [µm]  GRT usage, %  part of all wire, %  up-vias
met5                   66        0.2151                0.040        -
met2                79850         30.35                   49     1128
met3                12870         6.300                  7.9      301
met1                64760         25.33                   40    17973
met4                 5961         5.680                  3.6        4
li1                     -             -                    -    13876
## logic make-up (layout without fill, tap and decap cells)
logic type | count (synthesis) | count (layout) | synth area share, %
AOI/OAI and AO/OA | 448 | 448 | 6.325
DFF | 992 | 992 | 46.68
and+or+nand+nor | 126 | 126 | 1.348
muxes | 1632 | 1632 | 42.24
buffers and inverters | 400 | 437 | 3.402
## how the worst min path moves through the flow
stage / end / start / cells past startpoint / slack [ns]
CTS: register[642]$_DFFE_PP0P_ / register[642]$_DFFE_PP0P_ / 1 / 0.51
global route: register[641]$_DFFE_PP0P_ / register[641]$_DFFE_PP0P_ / 1 / 0.52
finish: register[641]$_DFFE_PP0P_ / register[641]$_DFFE_PP0P_ / 1 / 0.51
Power and IR drop assume default switching activity.
