`flow/run.sh`:
```
#!/bin/bash
# OpenROAD 26Q1-2900-gdf79404cd8, Yosys 0.63+post, stock flow scripts
make -C /OpenROAD-flow-scripts/flow DESIGN_CONFIG=/design/flow/config.mk WORK_HOME=/design/flow/orfs finish
```
`flow/constraint.sdc`:
```
current_design EXMEM

set clk_period 1.4
set clk_io_pct 0.2

create_clock -name clk0 -period $clk_period [get_ports {clk}]

set non_clock_inputs [all_inputs -no_clocks]
set_input_delay [expr $clk_period * $clk_io_pct] -clock clk0 $non_clock_inputs
set_output_delay [expr $clk_period * $clk_io_pct] -clock clk0 [all_outputs]
```
`flow/design.v`:
```
module IFID(datain0, datain1, dataout0, dataout1, clk, clr, WE);
input clk,clr,WE;
input [31:0] datain0, datain1;  
output [31:0] dataout0, dataout1;  
reg [31:0] reg0, reg1;  
always@(posedge clk)  
begin
  if(clr==1'b1)  
	begin
	 reg0=32'b0;
	 reg1=32'b0;
        end
  else if(WE==1'b1)  
	begin
	 reg0=datain0;
	 reg1=datain1;
	end
end
assign dataout0=reg0;
assign dataout1=reg1;
endmodule
module IDEX(datain0, datain1, datain2, datain3, datain4, datain5, dataout0, dataout1, dataout2, dataout3, dataout4, dataout5, clk, clr, WE, Signal_In, Signal_Out);
input clk,clr,WE;
input [31:0] datain0, datain1, datain2, datain3;  
input [4:0] datain4, datain5;  
input [8:0] Signal_In;  
output [31:0] dataout0, dataout1, dataout2, dataout3;  
output [4:0] dataout4, dataout5;  
output [8:0] Signal_Out;  
reg [31:0] reg0, reg1, reg2, reg3;  
reg [4:0] reg4, reg5;  
reg [8:0] signal;  
always@(posedge clk)  
begin
  if(clr==1'b1)  
	begin
	 reg0=32'b0;
	 reg1=32'b0;
	 reg2=32'b0;
	 reg3=32'b0;
	 reg4=5'b0;
	 reg5=5'b0;
	 signal=Signal_In;
        end
  else if(WE==1'b1)  
	begin
	 reg0=datain0;
	 reg1=datain1;
	 reg2=datain2;
	 reg3=datain3;
	 reg4=datain4;
	 reg5=datain5;
	 signal=Signal_In;
	end
end
assign dataout0=reg0;
assign dataout1=reg1;
assign dataout2=reg2;
assign dataout3=reg3;
assign dataout4=reg4;
assign dataout5=reg5;
assign Signal_Out=signal;
endmodule
module EXMEM(datain0, datain1, datain2, datain3, datain4, dataout0, dataout1, dataout2, dataout3, dataout4, clk, clr, WE, Signal_In, Signal_Out);
input clk,clr,WE;
input [31:0] datain0, datain1, datain2;  
input [4:0] datain3, Signal_In;  
input datain4;   
output [31:0] dataout0, dataout1, dataout2;  
output [4:0] dataout3, Signal_Out;  
output dataout4;  
reg [31:0] reg0, reg1, reg2;  
reg [4:0] reg3, signal;  
reg reg4;  
always@(posedge clk)  
begin
  if(clr==1'b1)  
	begin
	 reg0=32'b0;
	 reg1=32'b0;
	 reg2=32'b0;
	 reg3=5'b0;
	 reg4=1'b0;
	 signal=Signal_In;
        end
  else if(WE==1'b1)  
	begin
	 reg0=datain0;
	 reg1=datain1;
	 reg2=datain2;
	 reg3=datain3;
	 reg4=datain4;
	 signal=Signal_In;
	end
end
assign dataout0=reg0;
assign dataout1=reg1;
assign dataout2=reg2;
assign dataout3=reg3;
assign dataout4=reg4;
assign Signal_Out=signal;
endmodule
module MEMWB(datain0, datain1, datain2, dataout0, dataout1, dataout2, clk, clr, WE, Signal_In, Signal_Out);
input clk,clr,WE;
input [31:0] datain0, datain1;  
input [4:0] datain2;  
input [1:0] Signal_In;  
output [31:0] dataout0, dataout1;  
output [4:0] dataout2;  
output [1:0] Signal_Out;  
reg [31:0] reg0, reg1;  
reg [4:0] reg2;  
reg [1:0] signal;  
always@(posedge clk)  
begin
  if(clr==1'b1)  
	begin
	 reg0=32'b0;
	 reg1=32'b0;
	 reg2=5'b0;
	 signal=Signal_In;
        end
  else if(WE==1'b1)  
	begin
	 reg0=datain0;
	 reg1=datain1;
	 reg2=datain2;
	 signal=Signal_In;
	end
end
assign dataout0=reg0;
assign dataout1=reg1;
assign dataout2=reg2;
assign Signal_Out=signal;
endmodule
```
`flow/config.mk`:
```
export PLATFORM = sky130hd
export DESIGN_NAME = EXMEM
export DESIGN_NICKNAME = EXMEM
export VERILOG_FILES = /design/flow/design.v
export SDC_FILE = /design/flow/constraint.sdc
export NUM_CORES = 4
export LEC_CHECK = 1
export CORE_UTILIZATION = 30
```
==> results_slide.txt <==
Run Summary

Die
  • Die Y: between 100 and 150 um
  • Row count: 40
  • Core ar.: 12200 um2
  • Die W: 115 um
  • Die area: 13200 um2
  • I/O pin cnt: 217
  • Fp_density: 31.4%

Power and ir drop
  • Pwr dens: ~1100 nW/um2
  • Leakage: ~3.1 nW
  • Max VDD drop: 0.536 mV

Setup path
  • Startpoint types: flip-flop
  • R2R Setup Slk: between 0.6 and 0.7 ns
  • Reg-to-Reg End: reg3[1]$_SDFFE_PP0P_
  • CP cell instances: dlygate4sd2_1
  • Crit path max-delay cell type: edfxtp_1
  • CP arrival: 0.95 ns
  • R2R depth: 3
  • CP delay by family, top: flip-flops
  • Buf+Inv Stages, Crit Path: 1
  • Critical-path maximum fanout: 1
  • CP max stage delay: 0.36 ns
  • Worst r2r src: reg3[1]$_SDFFE_PP0P_
  • CP Depth: 1
  • CP required: 1.12 ns
  • Setup crit end kind: output port
  • Setup CP Type: flip-flop to output port

Clock network
  • Clock Path Buffers: 2
  • Root Buffer: clkbuf_16
  • TritonCTS buffer count: 9
  • Clock Latency Late Sink: around 0.34 ns
  • Clock-pin transition on the worst setup and hold timing paths: around 0.070 ns
  • CTS tree: done
  • Hold_buf cts: 0
  • CTS H-Tree Depth: 3
  • Clk sinks: approximately 110

Hold path
  • Worst Hold Class: input pin to flip-flop
  • Min-delay src: clr
  • Worst Hold End: reg0[5]$_SDFFE_PP0P_
  • WHS Path Cells: 2

Cells and area
  • Share of cells above drive strength 1: between 20% and 30%
  • Non-Filler Instances: 722
  • Area grow syn2layout: 66.5%

STA
  • Setup Viol. Count Final: 0
  • RSZ-0062 raised after global routing: no
  • Total negative slack: 0 ns
  • Final hold vios: 0
  • Clk_skew: 0 ns
  • Final Cycle Share: 87.9%
  • Fmax: 813 MHz
  • Minimum clock period: around 1.2 ns
  • Max-slew headroom: 78.1%
  • Slew Viols, Final: 0
  • Least-Margin Pin Slew: between 0.3 and 0.4 ns

Global route
  • Antenna violations before repair: 0
  • Total gr overflow: 0
  • Number of global-route vias before repair: 3042
  • First-pass GRT wire length: approximately 15000 um
  • Largest net degree at the start of global routing: 58
  • GRT Overall Usage: 15.2%

Run
  • Max-cap violations: 0
  • Log Warnings: 25

Routing
  • Antenna cells: 0
  • Via/cell ratio: 4.25
  • Routed vias: a little over 3000
  • Initial DRC count: 69
  • Drt first pass iters: 4
  • Final ANT Viol Nets: 0
  • Wire per inst: 13.7 um
  • # DRC: 0
  • Post-Route WL: 9900 um

Placed design
  • Dpl hpwl: 7160 um
  • IO buf count: 216
  • Routability cong.: about 0.75
  • Placed Cells: between 700 and 800

Synthesis
  • Mapped Area: 3830 um2
  • Cell Type Count: 10
  • Seq/Total Area, Yosys: 57.2%
  • Cell count in the Yosys report: 335
  • Yosys stat area: 3830 um2
  • Cells after Synth: 335
  • Syn Area/Cell: ~11 um2
  • Post-synthesis register bit count: 107
  • Yosys warns: 1

Outcome
  • Status: complete, no violations
## flip-flops by register name (all words and copies together) (netlist names)
register,count
reg1,32
signal,5
reg0,32
reg3,5
reg2,32
reg4,1
## how the worst max path moves through the flow
stage | startpoint | end | slack [ns]
6_report | signal[2]$_DFFE_PP_ | Signal_Out[2] | 0.17
5_1_grt | signal[2]$_DFFE_PP_ | Signal_Out[2] | 0.11
4_1_cts | signal[2]$_DFFE_PP_ | Signal_Out[2] | 0.13
## Yosys cell counts
master / n / area, um2
buf_12: 7 / 140
buf_2: 1 / 5.00
buf_4: 4 / 30.0
buf_8: 1 / 15.0
clkbuf_1: 10 / 37.5
dfxtp_1: 102 / 2040
edfxtp_1: 5 / 150
mux2i_1: 102 / 1020
nor2_1: 102 / 383
or2_1: 1 / 6.26
## cell type report
class                      instances  area [um2]
fill                            1114        5830
sequential                       107        2310
timing repair buffer             226        2150
multi-input combinational        205        1410
clock buffer                      13         282
tap                              168         210
clock inverter                     3        18.8
## metal layers
layer,GRT usage [%],routed length (um),vias up
met5,0,0,-
met4,2.51,198,0
met3,6.27,1110,12
met2,23.9,4350,136
met1,20.2,4240,1380
li1,-,-,1537
## where the power goes
part | internal (W) | switching, W
sequential | 0.00328 | 0.0000794
clock | 0.00141 | 0.00110
combinational | 0.000632 | 0.000298
total | 0.00533 | 0.00148
## cells by family after synthesis
family,share of synthesized area (%)
flip-flops,57.2
AND/OR/NAND/NOR,10.2
multiplexers,26.7
buffers and inverters,5.95
## cells in the final DEF, fill, tap and decap left out
cell               n
dfxtp_2           94
edfxtp_1           5
mux2i_1          102
buf_12             4
clkbuf_8           2
dlygate4sd2_1    107
dfxtp_1            8
clkinv_2           2
clkbuf_1           1
clkdlybuf4s50_1  107
clkinv_4           1
buf_4              8
nor2_1           102
clkbuf_16         10
or2_1              1
## per-stage QoR
step                      power [W]  worst slack, ns  hold slack [ns]  util [%]  cell area [um2]
final                       0.00681            0.170            0.268      52.2             6380
after global routing        0.00716            0.112            0.266      52.2             6380
after CTS                   0.00693            0.134            0.254      52.2             6380
after detailed placement    0.00447            0.231            0.480      49.8             6090
after global placement      0.00446            0.243            0.472      49.8             6090
after floorplan             0.00375            0.144            0.379         -             3830
## timing repair
action | 4_1_cts | 5_1_grt
resized | 201 | 0
setup buffers | 1 | 0
endpoints found under the hold margin | 0 | 0
endpoints found under the setup margin | 107 | 0
Power figures rest on the tool's default switching activity, not on a simulated workload.
